==> flow/design.v <==
`timescale 1ns / 1ps
`timescale 1ns / 1ps
interface BUS(
input logic clk, rst
);
logic [31:0] aluin1, aluin2;
logic [2:0] operation, opselect;
logic [4:0] shift_number;
logic enable_arith, enable_shift;
modport stage1(input clk, rst, output aluin1, aluin2, operation, opselect,
                shift_number, enable_arith, enable_shift);
modport stage2(input clk, rst, aluin1, aluin2, operation, opselect,
                shift_number, enable_arith, enable_shift);   
endinterface
module DLX_top(
input logic clk, rst,
input logic enable_ex,
input logic [31:0] src1, src2, imm,
input logic [6:0] control_in,
input logic [31:0] mem_data_read_in,
output logic mem_data_wr_en,
output logic [31:0] mem_data_write_out,
output logic [31:0]aluout,
output logic carry
);
BUS intf(clk, rst);
stage1 s1(intf.stage1, enable_ex, src1, src2, imm, control_in, mem_data_read_in, mem_data_wr_en, mem_data_write_out);
stage2 uut(intf.stage2, aluout, carry);
endmodule
`timescale 1ns / 1ps
module stage1(
BUS if_1,
input logic enable_ex,
input logic [31:0] src1, src2, imm,
input logic [6:0] control_in,
input logic [31:0] mem_data_read_in,
output logic mem_data_wr_en,
output logic [31:0] mem_data_write_out
    );
logic [2:0] operation, opselect;
logic immp_regn;
always_comb begin
    {operation, immp_regn, opselect} = control_in;
    mem_data_write_out = src2;
    if((opselect == 3'b100) && immp_regn)
        mem_data_wr_en  = 1;
    else
        mem_data_wr_en = 0;  
end    
always_ff@(posedge if_1.clk) begin
    if(if_1.rst)begin
        if_1.aluin1 <= 32'b0;
        if_1.aluin2 <= 32'b0;
        if_1.operation <= 3'b0;
        if_1.opselect <= 3'b0;
        if_1.shift_number <= 5'b0;
        if_1.enable_arith <= 1'b0;
        if_1.enable_shift <= 1'b0;
    end
    else if(enable_ex == 0) begin
        if_1.aluin1 <= if_1.aluin1;
        if_1.aluin2 <= if_1.aluin2;
        if_1.operation <= if_1.operation;
        if_1.opselect <= if_1.opselect;
        if_1.shift_number <= 5'b0;
        if_1.enable_arith <= 1'b0;
        if_1.enable_shift <= 1'b0;
    end
    else begin
        if_1.aluin1 <= src1;
        case({opselect, immp_regn})
            {3'b001, 1'b0}: if_1.aluin2 <= src2;
            {3'b001, 1'b1}: if_1.aluin2 <= imm;
            {3'b101, 1'b0}: if_1.aluin2 <= if_1.aluin2;
            {3'b101, 1'b1}: if_1.aluin2 <= mem_data_read_in;
            default: if_1.aluin2 <= if_1.aluin2;
        endcase
        if_1.operation <= operation;
        if_1.opselect <= opselect;
        case({opselect, imm[2]})
            {3'b000, 1'b0}: if_1.shift_number <= imm[10:6];
            {3'b000, 1'b1}: if_1.shift_number <= src2[4:0];  
            default: if_1.shift_number <= 0;
        endcase
        case({opselect, immp_regn})
            {3'b001, 1'b0}: if_1.enable_arith <= 1'b1;
            {3'b001, 1'b1}: if_1.enable_arith <= 1'b1;
            {3'b101, 1'b0}: if_1.enable_arith <= 1'b0;
            {3'b101, 1'b1}: if_1.enable_arith <= 1'b1;
            default: if_1.enable_arith <= 1'b0;
        endcase
        if(opselect == 3'b000)
            if_1.enable_shift <= 1'b1;
        else
            if_1.enable_shift <= 1'b0;
    end
end
endmodule
`timescale 1ns / 1ps
module stage2(
BUS if_2,
output logic [31:0]aluout,
output logic carry
);
logic [15:0] h_add;
logic h_carry;
always_ff@(posedge if_2.clk) begin
    if(if_2.rst) begin
        aluout <= 32'b0;
        carry <= 1'b0;
    end
    else if(if_2.enable_shift) begin
        case(if_2.operation)
            3'b000: aluout <= if_2.aluin1 << if_2.shift_number;
            3'b001: aluout <= if_2.aluin1 << if_2.shift_number; 
            3'b010: aluout <= if_2.aluin1 >> if_2.shift_number;
            3'b011: aluout <= $signed(if_2.aluin1) >>> if_2.shift_number;
            default: aluout <= aluout;
        endcase
    end
    else if(if_2.enable_arith)begin
        case({if_2.opselect, if_2.operation})
            {3'b001, 3'b000}:
                {carry, aluout} <= $signed(if_2.aluin1) + $signed(if_2.aluin2);
            {3'b001, 3'b001}: begin
                {h_carry, h_add} = if_2.aluin1[15:0] + if_2.aluin2[15:0];
                carry <= h_carry;
                aluout <= $signed(h_add);
                end
            {3'b001, 3'b010}:
                {carry, aluout} <= $signed(if_2.aluin2) - $signed(if_2.aluin1);
            {3'b001, 3'b011}: begin
                carry <= 1'b0;
                aluout <= ~if_2.aluin2;
            end
            {3'b001, 3'b100}:
                aluout <= if_2.aluin1 & if_2.aluin2;
            {3'b001, 3'b101}:
                aluout <= if_2.aluin1 | if_2.aluin2;
            {3'b001, 3'b110}:
                aluout <= if_2.aluin1 ^ if_2.aluin2;
            {3'b001, 3'b111}: begin
                aluout <= {if_2.aluin2[15:0], 16'b0};
                carry <= 0;
            end
            {3'b101, 3'b000}: begin
                aluout <= $signed(if_2.aluin2[7:0]);
                carry <= 1'b0;
            end 
            {3'b101, 3'b100}: begin
                aluout <= {24'b0, if_2.aluin2[7:0]};
                carry <= 1'b0;
            end 
            {3'b101, 3'b001}: begin
                aluout <= $signed(if_2.aluin2[15:0]);
                carry <= 1'b0;
            end 
            {3'b101, 3'b101}: begin
                aluout <= {16'b0, if_2.aluin2[15 :0]};
                carry <= 1'b0;
            end    
            {3'b101, 3'b010}: begin
                aluout <= if_2.aluin2;
                carry <= 1'b0;
            end 
            {3'b101, 3'b110}: begin
                aluout <= if_2.aluin2;
                carry <= 1'b0;
            end   
            {3'b101, 3'b111}: begin
                aluout <= if_2.aluin2;
                carry <= 1'b0;
            end  
            default: begin
                aluout <= aluout;
                carry <= carry;
            end 
        endcase         
    end
    else begin
        aluout <= aluout;
        carry <= carry;
    end
end
endmodule
==> flow/run.sh <==
#!/bin/bash
# OpenROAD 26Q1-2900-gdf79404cd8, Yosys 0.63+post, stock flow scripts
make -C /OpenROAD-flow-scripts/flow DESIGN_CONFIG=/design/flow/config.mk WORK_HOME=/design/flow/orfs finish
==> flow/config.mk <==
export PLATFORM = sky130hd
export DESIGN_NAME = DLX_top
export DESIGN_NICKNAME = DLX_top
export VERILOG_FILES = /design/flow/design.v
export SDC_FILE = /design/flow/constraint.sdc
export NUM_CORES = 4
export LEC_CHECK = 1
export CORE_UTILIZATION = 50
export SYNTH_HDL_FRONTEND = slang
==> flow/constraint.sdc <==
current_design DLX_top

set clk_period 11.5
set clk_io_pct 0.2

create_clock -name clk0 -period $clk_period [get_ports {clk}]

set non_clock_inputs [all_inputs -no_clocks]
set_input_delay [expr $clk_period * $clk_io_pct] -clock clk0 $non_clock_inputs
set_output_delay [expr $clk_period * $clk_io_pct] -clock clk0 [all_outputs]
==> out/qor.yml <==
run_status:
  outcome: "complete, no violations"
cells_and_area:
  final_util: 0.591
  drive_gt1_frac: 0.0712
  instances_no_fill: 2417
  syn_to_final_growth_pct: 16.5
  fill_cells: 2531
clock_network:
  tritoncts: "yes"
  clockBufferDepth: 2
  clk_latency_ns: 0.39
  post_cts_buffers: 0
  cts_buffers: 9
  cts_max_level: 3
  clkSinkCount: 110
  root_buffer: "clkbuf_16"
  ctsResizeCount: 0
  clk_pin_slew_ns: 0.08
  ctsHoldBuffers: 0
synth:
  ys_sh_simple: 0.206
  ff_type: "dfxtp_1"
  muxShareOfSynthArea: 0.127
  yosys_warnings: 0
  ys_ff: 110
  ys_seq_share: 0.157
  synth.logic.top_family: "AND-OR/OR-AND gates"
  synth_area_mm2: 0.0141
  yosys.area_share.aoi: 0.319
  synth_cell_type_count: 77
  ys_area_mm2: 0.0141
  yosys_cells: 1966
  avgSynthCellArea_um2: 7.15
  ys_sh_xor: 0.0106
  ys_sh_adder: 0.0883
  netlist_instances: 1966
  edf_count: 0
  synthArstFlopShare: 0
global_route:
  grt_max_degree: 67
  grt_pass1_vias: 14852
  antenna_found_initial: 3
  grt_pass1_wl_um: 92000
  grt_usage: 0.438
  grt_overflow: 0
sta:
  tns_ns: 0
  worst_pin_slew_ns: 0.936
  setup_viol_count_final: 0
  final.min_clock_period_ns: 6.07
  hold_viol: 0
  clock_skew_ns: 0.0238
  finalClockPeriodUsage: 0.528
  slew_viol_final: 0
  finalWorstSetupSlack_ns: 5.43
  slew_headroom: 0.376
  rsz0062_at_grt: "no"
  timing.fmax_mhz: 165
routing:
  drt-wirelength-per-cell_um: 25.2
  avgViaCountPerCell: 6.72
  wirelength_um: 61000
  met1_length_um: 24600
  dr.first_iter.drc_count: 2176
  ant_nets: 0
  highest_layer: "met5"
  drt_pass1_iterations: 8
  vias: 16231
  met2_length_um: 24600
  met3_wirelength_um: 7410
  drcViolationCount: 0
min_path:
  min-delay-path-class: "reg2reg"
  hold_end: "uut.aluout[11]"
  hold_path_depth: 2
  hold_start: "uut.aluout[11]"
critical_path:
  criticalPathCategory: "in2out"
  worst-path-max-fanout: 37
  r2r_cells: 12
  regToRegSetupSlack_ns: 7.00
  r2r-start: "s1.if_1.aluin2[7]"
  cp.required_ns: 9.20
  r2r_end: "uut.aluout[26]"
  worstPathArrival_ns: 3.77
  cp-start-kind: "input port"
  critPathCaptureType: "output port"
power:
  seq_power_share: 0.343
  ir_drop_mv: 0.0649
  p_comb_frac: 0.381
  clkPwrFrac: 0.276
  switching_power_mw: 0.514
  swShare: 0.406
  power_mw: 1.27
  power-per-cell-area_mw_per_mm2: 77.4
  p_int_mw: 0.754
  p_leak_nw: 5.91
placed_design:
  dp_hpwl_um: 45900
  place.gp.congestion: 1.06
  port_buffers: 203
  dp_cells: 2399
  post-place-ws_ns: 5.45
die:
  pin_count: 204
  initial_core_util: 0.507
  coreArea_mm2: 0.0277
  dieHeight_um: 170
  fp-row-count: 61
  die_area_mm2: 0.0288
  die_x_um: 170
flow_run:
  warning_count: 90
  drv_cap: 0
## critical path, cell delays in order
cell,delay [ns]
clkdlybuf4s50_1,0.45
buf_4,0.35
nand2_1,0.10
nor2_1,0.10
clkdlybuf4s50_1,0.46
## cells by family (layout without fill, tap and decap cells)
| group | after synthesis | count (layout) |
|---|---|---|
| flops | 110 | 110 |
| simple gates | 638 | 638 |
| compound gates | 668 | 668 |
| buf+inv | 304 | 375 |
| xor+xnor | 17 | 17 |
| mux | 131 | 131 |
| fa+ha+maj | 98 | 98 |
| other cells | 0 | 2 |
## metrics by stage
stage,area (µm²),hold slack (ns)
after global placement,16000,0.438
after floorplan,14100,0.401
after global routing,16400,0.471
after CTS,16400,0.455
after detailed placement,16000,0.443
final,16400,0.452
## flip-flops by register name, indices dropped and copies added, names as in the netlist
register and flops:
s1.if_1.aluin1 32, s1.if_1.aluin2 32, s1.if_1.enable_arith 1, s1.if_1.enable_shift 1, s1.if_1.operation 3, s1.if_1.opselect 3, s1.if_1.shift_number 5, uut.aluout 32
uut.carry 1
## power by group through the flow
stage / clock (mW) / sequential, mW / combinational [mW]
global route: 0.367 / 0.435 / 0.520
finish: 0.350 / 0.435 / 0.483
CTS: 0.348 / 0.432 / 0.467
## synth_stat cells, types with 8 or more instances
| library cell | n | share of area |
|---|---|---|
| a2111oi_0 | 13 | 0.0081 |
| a211oi_1 | 65 | 0.035 |
| a21o_1 | 12 | 0.0064 |
| a21oi_1 | 171 | 0.061 |
| a221o_1 | 8 | 0.0057 |
| a221oi_1 | 52 | 0.032 |
| a22oi_1 | 12 | 0.0064 |
| a31oi_1 | 17 | 0.0076 |
| and3_1 | 8 | 0.0036 |
| buf_1 | 23 | 0.0061 |
| buf_2 | 14 | 0.0050 |
| buf_4 | 33 | 0.018 |
| clkbuf_1 | 121 | 0.032 |
| dfxtp_1 | 110 | 0.16 |
| ha_1 | 96 | 0.085 |
| inv_1 | 109 | 0.029 |
| mux2_2 | 12 | 0.0096 |
| mux2i_1 | 82 | 0.058 |
| mux4_2 | 37 | 0.059 |
| nand2_1 | 152 | 0.041 |
| nand2b_1 | 16 | 0.0071 |
| nand3_1 | 28 | 0.010 |
| nand4_1 | 16 | 0.0071 |
| nor2_1 | 281 | 0.075 |
| nor2b_1 | 20 | 0.0089 |
| nor3_1 | 34 | 0.012 |
| nor3b_1 | 34 | 0.018 |
| nor4_1 | 10 | 0.0044 |
| o2111ai_1 | 13 | 0.0081 |
| o211ai_1 | 31 | 0.017 |
| o21a_1 | 8 | 0.0043 |
| o21ai_0 | 138 | 0.049 |
| o21bai_1 | 10 | 0.0053 |
| o221ai_1 | 20 | 0.012 |
| o22ai_1 | 15 | 0.0067 |
| o311ai_0 | 8 | 0.0050 |
| o31ai_1 | 14 | 0.0075 |
| or3_1 | 18 | 0.0080 |
| xnor2_1 | 17 | 0.011 |
## area by class of cell
type | instances | area [µm²] | area share
Antenna cell | 2 | 5.00 | 0.000306
Clock buffer | 9 | 225 | 0.0138
Clock inverter | 7 | 96.3 | 0.00588
Inverter | 111 | 417 | 0.0254
Multi-Input combinational cell | 1552 | 10600 | 0.646
Sequential cell | 110 | 2210 | 0.135
Tap cell | 378 | 473 | 0.0289
Timing Repair Buffer | 248 | 2360 | 0.144
## routing by layer
metal | vias up | track usage
li1 | 7410 | -
met1 | 7479 | 0.610
met2 | 1119 | 0.607
met3 | 219 | 0.134
met4 | 4 | 0.246
met5 | - | 0
## worst max-delay path by stage
stage | startpoint | to
CTS | control_in[2] | mem_data_wr_en
global route | control_in[2] | mem_data_wr_en
finish | control_in[2] | mem_data_wr_en
## cells in the final DEF (no fill, tap or decap), drive strengths merged, types with 34 or more instances in the layout
cell type,count
nor2,281
clkdlybuf4s50,201
a21oi,171
nand2,152
o21ai,141
inv,113
dfxtp,110
ha,96
mux2i,82
a211oi,65
a221oi,52
buf,47
mux4,37
nor3b,34
nor3,34
No activity file was given, so power comes from the tool's default toggle rates.
